[design/flow/config.mk]
export PLATFORM = sky130hd
export DESIGN_NAME = bin27
export DESIGN_NICKNAME = bin27
export VERILOG_FILES = /design/flow/design.v
export SDC_FILE = /design/flow/constraint.sdc
export NUM_CORES = 4
export LEC_CHECK = 1
export CORE_AREA = 10 10 70 70
export DIE_AREA = 0 0 80 80
[design/flow/constraint.sdc]
current_design bin27

set clk_period 1.4
set clk_io_pct 0.2

create_clock -name clk0 -period $clk_period

set non_clock_inputs [all_inputs -no_clocks]
set_input_delay [expr $clk_period * $clk_io_pct] -clock clk0 $non_clock_inputs
set_output_delay [expr $clk_period * $clk_io_pct] -clock clk0 [all_outputs]
[design/flow/design.v]
module decoder(
  input  [3:0] io_bin,
  output [6:0] io_seven
);
  wire  _T = 4'h0 == io_bin;  
  wire  _T_1 = 4'h1 == io_bin;  
  wire  _T_2 = 4'h2 == io_bin;  
  wire  _T_3 = 4'h3 == io_bin;  
  wire  _T_4 = 4'h4 == io_bin;  
  wire  _T_5 = 4'h5 == io_bin;  
  wire  _T_6 = 4'h6 == io_bin;  
  wire  _T_7 = 4'h7 == io_bin;  
  wire  _T_8 = 4'h8 == io_bin;  
  wire  _T_9 = 4'h9 == io_bin;  
  wire  _T_10 = 4'ha == io_bin;  
  wire  _T_11 = 4'hb == io_bin;  
  wire  _T_12 = 4'hc == io_bin;  
  wire  _T_13 = 4'hd == io_bin;  
  wire  _T_14 = 4'he == io_bin;  
  wire  _T_15 = 4'hf == io_bin;  
  wire [7:0] _GEN_0 = _T_15 ? 8'h8e : 8'h0;  
  wire [7:0] _GEN_1 = _T_14 ? 8'h86 : _GEN_0;  
  wire [7:0] _GEN_2 = _T_13 ? 8'ha1 : _GEN_1;  
  wire [7:0] _GEN_3 = _T_12 ? 8'hc6 : _GEN_2;  
  wire [7:0] _GEN_4 = _T_11 ? 8'h83 : _GEN_3;  
  wire [7:0] _GEN_5 = _T_10 ? 8'h88 : _GEN_4;  
  wire [7:0] _GEN_6 = _T_9 ? 8'h90 : _GEN_5;  
  wire [7:0] _GEN_7 = _T_8 ? 8'h80 : _GEN_6;  
  wire [7:0] _GEN_8 = _T_7 ? 8'hf8 : _GEN_7;  
  wire [7:0] _GEN_9 = _T_6 ? 8'h82 : _GEN_8;  
  wire [7:0] _GEN_10 = _T_5 ? 8'h92 : _GEN_9;  
  wire [7:0] _GEN_11 = _T_4 ? 8'h99 : _GEN_10;  
  wire [7:0] _GEN_12 = _T_3 ? 8'hb0 : _GEN_11;  
  wire [7:0] _GEN_13 = _T_2 ? 8'ha4 : _GEN_12;  
  wire [7:0] _GEN_14 = _T_1 ? 8'hf9 : _GEN_13;  
  wire [7:0] _GEN_15 = _T ? 8'hc0 : _GEN_14;  
  assign io_seven = _GEN_15[6:0];  
endmodule
module bin27(
  input        clock,
  input        reset,
  input  [3:0] io_bin,
  output [6:0] io_seven
);
  wire [3:0] display_io_bin;  
  wire [6:0] display_io_seven;  
  decoder display (  
    .io_bin(display_io_bin),
    .io_seven(display_io_seven)
  );
  assign io_seven = display_io_seven;  
  assign display_io_bin = io_bin;  
endmodule
[design/flow/run.sh]
#!/bin/bash
# OpenROAD 26Q1-2900-gdf79404cd8, Yosys 0.63+post, stock flow scripts
make -C /OpenROAD-flow-scripts/flow DESIGN_CONFIG=/design/flow/config.mk WORK_HOME=/design/flow/orfs finish
==> summary.txt <==
run results: DRC violations left 0, first drt pass iteration count 4, worst-case setup margin in the final layout -69.8 ps, syn avg cell area 6.97 µm², Commonest cells post-synth 5 x sky130_fd_sc_hd__a21oi_1, 3 x sky130_fd_sc_hd__o21ai_0, required arrival time at the worst endpoint 1120 ps, failing checks negative setup slack, critical path type primary input to output port, final-report max-slew violation count 0, total global routing overflow 0, post-route standard cell area excluding fillers approximately 560 µm², IR drop worst, VDD ~0.000046 V, Critical Path Fanout Max 5, layout sequential cell count 0, number of buffers inserted for hold repair after clock tree synthesis 0, Placed Cells just over 90, Die Span Y 80 µm, Tightest Hold Check Type primary input to output port, unrepaired setup endpoints after global routing true, global placer's final weighted congestion 0.616, drt initial violations 23, Floorplan Utilization 0.0612, antenna violations before repair 0, pin slew with the least headroom to its limit 243 ps, Arr. time, crit path 1190 ps, most instantiated library cell after synthesis sky130_fd_sc_hd__a21oi_1, maximum frequency from static timing analysis 0.680 GHz, synthesis warning total 0, Final Setup Violations 3, number of nets still failing antenna checks after routing 0, portion of the clock cycle consumed by the worst path in the final layout 1.05, ys cells 30, Hold Crit Start io_bin[0], number of warnings the tools reported 36, number of distinct library cells after synthesis 20, worst slack on hold paths 951 ps, total leakage power 0.243 nW, Setup crit start io_bin[2], area of the synthesized netlist per yosys stat ~210 µm², outcome finished, violations left, core area 3420 µm², power density over the cells 287 nW/µm², Synth-to-Final Area Change 167%, Cell Area, Placed 414 µm², die span in x 80 µm, top cells by area in the synthesized netlist sky130_fd_sc_hd__a21oi_1 12%, sky130_fd_sc_hd__buf_6 11%, sky130_fd_sc_hd__o21ai_0 7.2%, sky130_fd_sc_hd__o2bb2ai_2 7.2%, sky130_fd_sc_hd__nor3b_2 6.0%, final-report hold violation count 0, vias after detailed routing 346, setup slack after placement -792 ps, CP Capture Type output port, antenna cells 0, IO Port Bufs 11, All-Layer GR Usage 0.0307, largest net degree at the start of global routing 10, average detailed-routed wire length per instance 9.69 µm, placement row count 21, area share of the largest cell type after synthesis 0.120, via count normalized by instance count 3.36, count of clock-net buffers in the final layout 0, number of top-level pins 13, area of all sequential standard cells 0 µm², library cell with the largest summed area after synthesis sky130_fd_sc_hd__a21oi_1, vias in the first global route 367, layout cell share with drive strength beyond 1 0.772, tally of max-capacitance violations 0, post-detailed-routing wire length 998 µm, Syn Std Cell Area 209 µm², relative slew slack 0.837, type of element launching the critical path primary input, register share after synthesis 0, wire length of the first global-routing pass 1680 µm, overall die area around 6400 µm², count of mapped cells out of synthesis 30, minimum clock period 1470 ps, Final Instance Count excl. Fillers 103
worst max-delay path: stages:
cell	delay, ps
sky130_fd_sc_hd__buf_8	100
sky130_fd_sc_hd__buf_6	120
sky130_fd_sc_hd__buf_12	120
sky130_fd_sc_hd__nor3_4	190
sky130_fd_sc_hd__buf_4	140
sky130_fd_sc_hd__a21oi_2	30
sky130_fd_sc_hd__a21oi_2	100
sky130_fd_sc_hd__buf_2	100
layout make-up:
cell class	instances	area [µm²]
Fill cell	385	2860
Inverter	3	11.3
Multi-Input combinational cell	24	224
Tap cell	46	57.6
Timing Repair Buffer	30	265
metal layers:
layer / track usage / part of all wire / vias to the layer above
met5: 0 / 0 / -
met1: 0.0376 / 0.42 / 171
li1: - / - / 168
met2: 0.0530 / 0.51 / 7
met3: 0.00795 / 0.068 / 0
met4: 0.00528 / 0 / 0
worst paths after layout:
path,to,slack [ps],cells past startpoint
max,io_seven[3],-70,8
min,io_seven[3],950,4
through the flow:
stage	total power, mW	utilization	TNS, ps
6_report	0.160	0.163	-140
5_1_grt	0.176	0.163	-298
4_1_cts	0.146	0.155	-150
3_5_place_dp	0.118	0.121	-5310
3_3_place_gp	0.118	0.121	-5270
2_1_floorplan	0.0517	-	0
kinds of logic after synthesis:
group | after synthesis | share of synthesized area
adders and majority gates | 1 | 0.0539
buffers and inverters | 6 | 0.198
xor gates and xnor gates | 1 | 0.0419
AOI/OAI and AO/OA | 13 | 0.431
and+or+nand+nor | 9 | 0.275
power by group:
group / switching [mW] / internal, mW / total [mW]
clock network: 0 / 0 / 0
logic: 0.0639 / 0.0961 / 0.160
registers: 0 / 0 / 0
total: 0.0639 / 0.0961 / 0.160
placed cells by master (no fill, tap or decap):
cell type | synthesis | layout
sky130_fd_sc_hd__maj3_2 | 1 | 1
sky130_fd_sc_hd__buf_2 | 0 | 6
sky130_fd_sc_hd__xnor2_1 | 1 | 1
sky130_fd_sc_hd__nor2_1 | 2 | 2
sky130_fd_sc_hd__nor3_1 | 2 | 1
sky130_fd_sc_hd__nor3b_4 | 0 | 1
sky130_fd_sc_hd__buf_4 | 1 | 12
sky130_fd_sc_hd__nor3_4 | 0 | 1
sky130_fd_sc_hd__buf_8 | 0 | 1
sky130_fd_sc_hd__o21ai_1 | 0 | 2
sky130_fd_sc_hd__buf_6 | 2 | 9
sky130_fd_sc_hd__a311o_1 | 1 | 1
sky130_fd_sc_hd__nor4_2 | 0 | 1
sky130_fd_sc_hd__nand2_1 | 1 | 1
sky130_fd_sc_hd__buf_12 | 0 | 1
sky130_fd_sc_hd__a211oi_2 | 0 | 1
sky130_fd_sc_hd__a21oi_2 | 0 | 4
sky130_fd_sc_hd__o21ai_0 | 3 | 1
sky130_fd_sc_hd__inv_2 | 1 | 2
sky130_fd_sc_hd__o2bb2ai_2 | 1 | 2
sky130_fd_sc_hd__dlygate4sd2_1 | 0 | 1
sky130_fd_sc_hd__inv_1 | 2 | 1
sky130_fd_sc_hd__and3b_1 | 1 | 1
sky130_fd_sc_hd__a21oi_1 | 5 | 1
sky130_fd_sc_hd__and2_4 | 1 | 1
sky130_fd_sc_hd__a21o_4 | 0 | 1
what timing repair did:
item                                    4_1_cts  5_1_grt
resized                                      55        9
pin swaps                                    11        5
endpoints found under the setup margin        7        6
buffers inserted                             10        0
Power figures rest on the tool's default switching activity, not on a simulated workload.
