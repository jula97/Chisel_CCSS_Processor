`flow/constraint.sdc`:
```
current_design TickGeneratorTester

set clk_period 6.4
set clk_io_pct 0.2

create_clock -name clk0 -period $clk_period [get_ports {inclk}]

set non_clock_inputs [all_inputs -no_clocks]
set_input_delay [expr $clk_period * $clk_io_pct] -clock clk0 $non_clock_inputs
set_output_delay [expr $clk_period * $clk_io_pct] -clock clk0 [all_outputs]
```
`flow/run.sh`:
```
#!/bin/bash
# OpenROAD 26Q1-2900-gdf79404cd8, Yosys 0.63+post, stock flow scripts
make -C /OpenROAD-flow-scripts/flow DESIGN_CONFIG=/design/flow/config.mk WORK_HOME=/design/flow/orfs finish
```
`flow/design.v`:
```
module TickGenerator(
  input        clock,
  input        reset,
  input        io_inClk,
  input        io_clkEn,
  input  [9:0] io_maxScale,
  output       io_outTick
);
  wire [9:0] MAX = $signed(io_maxScale) - 10'sh2;  
  reg [9:0] counterReg;  
  wire [9:0] _T_5 = $signed(counterReg) - 10'sh1;  
  assign io_outTick = io_clkEn & counterReg[9];  
  always @(posedge clock) begin
    if (reset) begin  
      counterReg <= MAX;  
    end else if (io_clkEn) begin  
      if (counterReg[9]) begin  
        counterReg <= MAX;  
      end else begin
        counterReg <= _T_5;  
      end
    end
  end
endmodule
module TickGeneratorTester(
	input inclk,
	input ena,
	input clkEn,
	output clkLED,
	output tickLED
);
wire clk_in;
assign clkLED = clk_in;
TickGenerator UUT1(
  .clock(clk_in),
  .reset(),
  .io_inClk(),
  .io_clkEn(clkEn),
  .io_maxScale(5),
  .io_outTick(tickLED)
);
scaledclock  UUT2(
	.inclk(inclk),
	.ena(ena),
   .clk(clk_in)
);
endmodule
module scaledclock(input inclk,
						 input ena,
					    output reg clk = 1);
parameter maxcount=28'd5000000; 
reg [27:0] count=28'd0;
always @ (posedge inclk)
	begin
	if (ena)
		begin
			if (count==maxcount)
				begin
				clk<=~clk;
				count<=28'd0;
				end
			else
				begin
				count<=count+1;
				end
		end
	else
		begin
		clk<=0;
		end
	end
endmodule
```
`flow/config.mk`:
```
export PLATFORM = sky130hd
export DESIGN_NAME = TickGeneratorTester
export DESIGN_NICKNAME = TickGeneratorTester
export VERILOG_FILES = /design/flow/design.v
export SDC_FILE = /design/flow/constraint.sdc
export NUM_CORES = 4
export LEC_CHECK = 1
export CORE_AREA = 10 10 111 111
export DIE_AREA = 0 0 121 121
```
==> run summary <==
Synthesis and PnR results.

- Per the hold report, the tightest min-delay path originates at UUT2.clk$_SDFFE_PN0N_.
- The total wire length after detailed routing is 2.83 mm.
- The post-synthesis cell count from yosys is 138.
- The most frequent standard cell in the layout excluding fill and tap cells reads edfxtp_1.
- The report counts max-capacitance violations totalling 0.
- The number of top-level pins is 5.
- TritonCTS built the clock tree.
- The clock-pin slew on the worst setup and hold paths is 50 ps.
- STA puts the critical path data arrival time at 1120 ps.
- The worst-case register-to-register setup slack is 4460 ps.
- The final-layout fill cell count reads 1051.
- The clock latency reported for the late side of the worst-skew pair is 280 ps.
- The horizontal extent of the die is 121 um.
- The count of buffers from port buffering reads 2.
- In this run the clock root is driven by a clkbuf_8.
- The global routing met2 resource utilization is 5.31%.
- In the routed layout, each cell is associated on average with a via count of 3.76.
- The worst-case reg-to-reg path depth reads 6.
- The detailed placer reported the number of placed instances as 268.
- The setup skew after layout is 7.11 ps.
- Timing would allow up to 418 MHz.
- The kind of end point of the critical path is an output port.
- The count of different cell masters after synthesis is 41.
- The routing layer with the top usage in global route reads met1.
- In this run the mean area of a mapped cell was 11.8 sq um.
- The sequential area share after synthesis is 52.7%.
- The y dimension of the die is 121 um.
- For reference, the final report shows the hold violation count at 0.
- The number of instances on the worst hold path reads 2.
- The destination of the worst hold path is UUT2.clk$_SDFFE_PN0N_.
- Counting flops with an async set or reset pin after synthesis yields a share of 0%.
- The final routed DRC violation total is 0.
- The report lists the cells along the critical path as clkdlybuf4s50_1.
- The run finished with clean final reports.
- The tightest min-delay check is of the reg2reg type.
- The worst register-to-register path ends at UUT2.count[11]$_SDFFCE_PN0P_.
- Per the run report, area growth between synthesis and finish was 13.6%.
- The depth of the CTS H-tree reads 2.
- The first global-routing pass estimated 4.69 mm of wire.
- Entering global routing, the biggest net connects 30 pins.
- The starting utilization of the core area is 16.6%.
- Looking at the critical path, the single cell with the biggest stage delay is clkdlybuf4s50_1.
- The count of library flops with an enable pin reads 28.
- The report lists the number of cells resized after CTS as 0.
- The count of pins over their slew limit is 0.
- Per STA, the worst path accumulates the most delay in the family buffers and inverters.
- The post-synthesis instance total reads 138.
- The number of iterations in the first detailed-routing pass is 4.
- The count of tool warnings reads 27.
- Summed over all nets, the half-perimeter wirelength after detailed placement is 1.83 mm.
- The global router's overall resource usage is 3.83%.
- The post-route worst hold slack is 480 ps.
- The number of buffer and inverter stages on the critical path reads 1.
- The number of antenna repair diodes is 0.
- The number of register bits inferred by synthesis reads 29.
- The aggregate negative setup slack is 0 ps.
- The last weighted congestion value of the routability-driven placer is 0.786.
- The met3 routing resource usage after global routing is 1.61%.
- The yosys synthesis chip area reads 0.00163 sq mm.
- The area of the core reads 0.00986 sq mm.
- The fraction of layout instances using a drive strength above 1 is 12.7%.
- The number of global-route vias before repair is 967.
- In this run, the number of DRC markers left after iteration 0 of detailed routing was 70.
- The remaining number of nets flagged by the antenna check after routing is 0.
- The TritonCTS sink count is 29.
- Post-route period utilization is reported as 37.4%.
- Dividing the detail-routed wire length by the instance count gives 10.3 um.
- The power density relative to cell area is 217 mW/mm^2.
- For this run, the leading register cell type out of synthesis is edfxtp_1.
- The maximum fanout along the worst path is 3.
- The longest individual stage delay on the worst path is 500 ps.
- The floorplan has 36 rows.
- The final cell count without fillers is 275.
- The area of the die is 0.0146 sq mm.
- Per the CTS log, the buffer count on the longest clock path is 2.
- The kind of launch point of the worst setup path reads a flop.
- The analysis reports a worst IR drop on VDD of 80.4 uV.
- The worst setup path category reads reg2out.
- The critical path starts at UUT2.clk$_SDFFE_PN0N_.
- Per the repair_timing log after CTS, setup buffers inserted total 0.
- The static leakage reads 0.000612 uW.
- The summed instance area of the synthesized netlist is 0.00163 sq mm.
- Counting I/O delays and the setup requirement, the final critical path takes 2400 ps.
- The number of buffers created by CTS is 5.
- The final setup violation count reads 0.
- Yosys printed 4 warnings.
- The global-route congestion overflow total is 0.
- The global routing met1 resource utilization is 5.55%.
- The number of buffers inserted by hold repair at cts is 0.
- The launch point of the worst register-to-register path is recorded as UUT2.count[0]$_SDFFCE_PN0P_.
- In the layout the commonest cells are edfxtp_1 (28), xor2_1 (16), nor2_1 (12).
- The total number of vias is 1034.
- Setup repair after global routing left no endpoint under its margin.
- The data required time of the worst path reads 5120 ps.
- The initial antenna violation count is 0.
synthesized netlist by cell type (all sizes together) (2+ instances only):
cell / n / share of area (%)
o31ai: 2 / 0.92
a21oi: 3 / 1.1
nand4: 8 / 4.8
edfxtp: 28 / 51
and3: 5 / 2.1
and4: 3 / 1.6
nor4: 3 / 1.5
xor2: 16 / 8.6
buf: 5 / 2.5
xnor2: 7 / 3.8
nor3: 5 / 1.8
ha: 2 / 1.5
nand3: 8 / 2.5
nor2: 12 / 2.8
nand2: 8 / 1.8
or4: 3 / 1.8
nor4bb: 2 / 1.2
inv: 4 / 0.92
final cells by class:
type                            instances  area (sq um)  share of cell area [%]
Tap cell                              133           166                    8.97
Inverter                                4          15.0                   0.809
Sequential cell                        29           861                    46.4
Clock buffer                            6          72.6                    3.91
Clock inverter                          1          3.75                   0.202
Multi-Input combinational cell         99           709                    38.2
Timing Repair Buffer                    3          27.5                    1.48
power by group:
part	switching [uW]	total [uW]	internal, uW
sequential	13.7	238	224
clock	65.6	139	73.1
combinational	14.2	26.7	12.5
total	93.5	403	309
worst max-delay path by stage:
stage,end,slack (ps),cells after the start
CTS,clkLED,3970,1
global route,clkLED,3940,1
finish,clkLED,4000,1
kinds of logic (layout without fill, tap and decap cells):
family	count (synthesis)	in the layout	synth area share (%)
adders and majority gates	2	2	1.53
xor gates and xnor gates	23	23	12.3
and+or+nand+nor	65	65	26.0
other	1	1	0.230
AOI/OAI and AO/OA	8	8	3.37
buffers and inverters	10	14	3.83
DFF	29	29	52.7
metrics by stage:
| stage | cell area (sq um) | util, % | power, uW | worst slack [ps] |
|---|---|---|---|---|
| final | 1860 | 18.8 | 403 | 4000 |
| after global routing | 1860 | 18.8 | 420 | 3940 |
| after CTS | 1860 | 18.8 | 407 | 3970 |
| after detailed placement | 1780 | 18.0 | 268 | 3940 |
| after global placement | 1780 | 18.0 | 268 | 3950 |
| after floorplan | 1630 | - | 259 | 4600 |
per-layer routing:
metal / routed length [um] / vias to the layer above
met1: 1440 / 496
met3: 155 / 4
li1: - / 520
met4: 27 / 0
met5: 0 / -
met2: 1210 / 14
registers in the layout, indices dropped and copies added (netlist names):
register and count:
UUT2.count 28, UUT2.clk 1
Power and IR drop assume default switching activity.
